==> /design/flow/design.v <==
`timescale 100 ns / 100 ps
module quad_seven_seg (
input wire clk,
input wire [3:0] val3,
input wire [3:0] val2,
input wire [3:0] val1,
input wire [3:0] val0,
output wire an3,
output wire an2,
output wire an1,
output wire an0,
output wire ca,
output wire cb,
output wire cc,
output wire cd,
output wire ce,
output wire cf,
output wire cg,
output wire dp
);
assign dp = 1'b1;  
localparam [1:0] First = 2'b00;
localparam [1:0] Second = 2'b01;
localparam [1:0] Third = 2'b10;
localparam [1:0] Fourth = 2'b11;
reg [1:0] state = First;
reg[1:0] counter;
reg[15:0] clk_counter;
always @ (posedge clk)
begin
clk_counter <= clk_counter+1;
end
always @ (posedge clk)
begin
if (clk_counter==0)
begin
counter <= counter+1;
end
end
always @ (posedge clk)
begin
    case(counter)
    First: state <= Second;
    Second: state<= Third;
    Third: state<= Fourth;
    Fourth: state <= First;
    default: state <= First;
    endcase
end
assign an0 = (state[1:0] == 2'b00) ? 0: 1 ;
assign an1 = (state[1:0] == 2'b01) ? 0: 1 ;
assign an2 = (state[1:0] == 2'b10) ? 0: 1 ;
assign an3 = (state[1:0] == 2'b11) ? 0: 1 ;
reg [3:0] Digit;
always @ (state)
begin
    case(state)
    First: Digit    <= val0;
    Second: Digit   <= val1;
    Third: Digit    <= val2;
    Fourth: Digit   <= val3;
    default: Digit  <= val0;
    endcase
end
reg [6:0] gogo;
always @ (*)
begin
case(Digit)
0: gogo=7'b0000001;
1: gogo=7'b1001111;
2: gogo=7'b0010010;
3: gogo=7'b0000110;
4: gogo=7'b1001100;
5: gogo=7'b0100100;
6: gogo=7'b1100000;
7: gogo=7'b0001101;
8: gogo=7'b0000000;
9: gogo=7'b0001100;
10: gogo=7'b0001000;
11: gogo=7'b1100000;
12: gogo=7'b0110001;
13: gogo=7'b1000010;
14: gogo=7'b0110000;
15: gogo=7'b0111000;
default: gogo=7'b0000001;
endcase
end
assign ca = gogo[6];
assign cb = gogo[5];
assign cc = gogo[4];
assign cd = gogo[3];
assign ce = gogo[2];
assign cf = gogo[1];
assign cg = gogo[0];
endmodule
==> /design/flow/run.sh <==
#!/bin/bash
# OpenROAD 26Q1-2900-gdf79404cd8, Yosys 0.63+post, stock flow scripts
make -C /OpenROAD-flow-scripts/flow DESIGN_CONFIG=/design/flow/config.mk WORK_HOME=/design/flow/orfs finish
==> /design/flow/config.mk <==
export PLATFORM = sky130hd
export DESIGN_NAME = quad_seven_seg
export DESIGN_NICKNAME = quad_seven_seg
export VERILOG_FILES = /design/flow/design.v
export SDC_FILE = /design/flow/constraint.sdc
export NUM_CORES = 4
export LEC_CHECK = 1
export CORE_AREA = 10 10 87 87
export DIE_AREA = 0 0 97 97
==> /design/flow/constraint.sdc <==
current_design quad_seven_seg

set clk_period 4.1
set clk_io_pct 0.2

create_clock -name clk0 -period $clk_period [get_ports {clk}]

set non_clock_inputs [all_inputs -no_clocks]
set_input_delay [expr $clk_period * $clk_io_pct] -clock clk0 $non_clock_inputs
set_output_delay [expr $clk_period * $clk_io_pct] -clock clk0 [all_outputs]
==> results_slide.txt <==
Flow Results at a Glance

Outcome
  – Status: completed

Min path
  – Worst hold path class: register to register

Placed design
  – Area after DPL: 0.001510 mm²
  – Input/output buffers: 27
  – Post-DP HPWL: 1.932 mm
  – Gpl congestion: 0.8545

Critical path
  – Capturing point of the worst reg2reg path: clk_counter[10]$_DFF_P_
  – Critical path's top delay family: multiplexers
  – Critical-path top delay cell: mux4_1
  – Reg2reg start: clk_counter[1]$_DFF_P_
  – Bufs and invs on worst path: 2
  – Crit path required time: 3.28 ns
  – CP Max Fanout: 5
  – Critical path arrival: 3.10 ns
  – CP Launch Type: input port
  – Most used cell, CP: clkdlybuf4s50_1
  – Critical path, cell by cell: clkdlybuf4s50_1 -> mux4_1 -> ha_1 -> mux2_2 -> nand2_1 -> nand3_1 -> clkdlybuf4s50_1
  – R2R cell count: 5
  – CP peak stage delay: 0.61 ns
  – WS Path Type: input port to primary output
  – Number of stages on the worst setup path: 7
  – Critical Path Start: val2[1]
  – Crit. End Element: primary output
  – CP endpoint: cd
  – R2r setup slk: 2.68 ns

STA
  – Setup violations, final: 0
  – Achievable Freq: 255.3 MHz
  – Post-layout min period: 3.918 ns
  – Hold slack: 0.4242 ns
  – Final Hold Fails: 0
  – Clk_skew: 0.002972 ns
  – Cycle use final: 95.55%
  – Slew Limit Fails: 0
  – RSZ-0062 raised after global routing: false
  – Setup_tns: 0 ns

Clock tree
  – Clk latency of the worst-skew pair: 0.25 ns
  – Num CTS Buffers: 3
  – Clock Root Buffer: clkbuf_8
  – Clock transition at path regs: 0.07 ns
  – # H-tree levels: 1
  – Resized cells post-CTS: 0
  – Postcts setup bufs: 0
  – Hold-fix buffers at CTS: 0
  – Clock tree buffer depth: 2
  – TritonCTS clock tree: done
  – CTS sink cnt: 20

Drt
  – Routed WL per cell: 11.17 µm
  – Avg Vias per Cell: 4.093
  – Antenna-violating nets left: 0
  – # diodes: 0
  – First DRT Iteration DRCs: 36
  – WL final: 2.413 mm
  – Drt first pass iters: 4
  – DRC viols: 0
  – Total number of vias: 884

Die
  – Chip height: 97 µm
  – Total I/O pin count: 29
  – Placeable core region: 0.005642 mm²
  – Floorplan core density: 21.07%
  – Die width: 97 µm
  – Row count: 27
  – Die area: 0.009409 mm²

Global route
  – Total GRT Usage: 5.042%
  – Largest net degree at the start of global routing: 13
  – First-pass GRT wire length: 4.112 mm
  – Total grt overflow: 0
  – Initial antenna violation count: 0
  – Number of global-route vias before repair: 847

Yosys
  – Synth flops: 20
  – Yosys synthesis chip area: 0.001189 mm²
  – Cell Type Count: 35
  – Seq/Total Area, Yosys: 35.37%
  – YS warnings: 1
  – Mapped Avg Cell Area: 10.16 µm²
  – Cell Area, Synth: 0.001189 mm²
  – Cell count after synthesis: 117
  – # Cells Yosys: 117

Power and ir drop
  – Pwr per Cell Area: 242.7 mW/mm²
  – Max IR drop VDD: 204.0 µV
  – Leakage power: 0.6015 nW

Layout
  – Area of the multi-input gates: 695.7 µm²
  – Most frequent logic cell in the layout: clkdlybuf4s50_1
  – Top cells excl fill/tap: 27 x clkdlybuf4s50_1, 18 x dfxtp_1, 12 x nand2_1, 11 x ha_1, 9 x xnor2_1
  – Fillers: 583
  – Post-Route Utilization: 27.57%
  – Design Area, Final: 0.001555 mm²
  – Reg area: 420.4 µm²
  – Area grow syn2layout: 30.84%
  – Layout cells sized above 1: 9.028%

Run
  – Max cap viols: 0
  – Tally of OpenROAD warnings: 33
[synth_stat cells]
cell / n / share of area [%]
xnor2_1: 9 / 6.6
a31o_1: 1 / 0.74
o21ai_0: 2 / 0.84
nand4_1: 2 / 1.1
inv_1: 7 / 2.2
nand3_1: 7 / 2.9
o22ai_2: 1 / 1.1
xor2_1: 5 / 3.7
nor4b_1: 1 / 0.74
o21ai_1: 2 / 0.84
mux2i_1: 1 / 0.84
and3_1: 1 / 0.53
edfxtp_1: 2 / 5.1
and4_1: 3 / 2.2
conb_1: 1 / 0.32
mux2_2: 2 / 1.9
nand2b_1: 1 / 0.53
o21ai_2: 1 / 0.74
mux4_1: 2 / 4.4
and2b_1: 1 / 0.63
dfxtp_1: 18 / 30
ha_1: 11 / 12
buf_4: 1 / 0.63
mux4_2: 2 / 3.8
or2b_1: 3 / 1.9
nand3b_1: 2 / 1.3
buf_6: 3 / 2.8
buf_2: 1 / 0.42
or2_2: 2 / 1.1
nor2_1: 3 / 0.95
or2_4: 1 / 0.74
o22ai_1: 1 / 0.53
nor3_1: 3 / 1.3
nand2_1: 12 / 3.8
nor4_1: 2 / 1.1
[how the worst min path moves through the flow]
stage | from | to | slack [ns] | depth (start not counted)
after global routing | clk_counter[0]$_DFF_P_ | clk_counter[0]$_DFF_P_ | 0.45 | 1
final | clk_counter[0]$_DFF_P_ | clk_counter[0]$_DFF_P_ | 0.42 | 1
after CTS | clk_counter[0]$_DFF_P_ | clk_counter[0]$_DFF_P_ | 0.43 | 1
[state kept, by name (all words and copies together), names as in the netlist]
name and cells:
clk_counter 16, counter 2, state 2
[cell type report]
type                       count  area share (%)
inverter                       7           1.689
tap                           72           5.792
multi-input combinational     85           44.73
timing repair buffer          28           17.86
clock inverter                 1          0.2414
clock buffer                   3           2.655
sequential                    20           27.03
[logic make-up (layout without fill, tap and decap cells)]
logic type	after synthesis	after routing	share of synthesized area [%]
AND/OR/NAND/NOR	44	44	20.63
buffers and inverters	12	39	6.105
adder cells (fa/ha/maj)	11	11	11.58
other	1	1	0.3155
flip-flops	20	20	35.37
XOR/XNOR	14	14	10.32
AND-OR/OR-AND	8	8	4.737
multiplexers	7	7	10.95
[power by group]
part	switching (mW)	total, mW	internal, mW
registers	0	0.197	0.197
clock network	0.0598	0.126	0.0665
logic	0.0179	0.0543	0.0364
[layer usage]
layer,vias up,track usage [%],wire length (µm)
met4,0,0.3382,11
met3,2,1.576,141
li1,459,-,-
met1,393,7.972,1392
met2,30,6.697,867
met5,-,0,0
[per-stage QoR]
step	cells	setup WS (ns)	total power, mW
final	216	0.1825	0.3774
after detailed placement	212	0.1888	0.2559
after floorplan	117	1.098	0.2260
after CTS	216	0.1851	0.3830
after global routing	216	0.06933	0.3995
after global placement	212	0.1896	0.2559
Power figures rest on the tool's default switching activity, not on a simulated workload.
