[flow/config.mk]
export PLATFORM = sky130hd
export DESIGN_NAME = piano
export DESIGN_NICKNAME = piano
export VERILOG_FILES = /design/flow/design.v
export SDC_FILE = /design/flow/constraint.sdc
export NUM_CORES = 4
export LEC_CHECK = 1
export CORE_UTILIZATION = 30
[flow/constraint.sdc]
current_design piano

set clk_period 2.7
set clk_io_pct 0.2

create_clock -name clk0 -period $clk_period [get_ports {clk}]

set non_clock_inputs [all_inputs -no_clocks]
set_input_delay [expr $clk_period * $clk_io_pct] -clock clk0 $non_clock_inputs
set_output_delay [expr $clk_period * $clk_io_pct] -clock clk0 [all_outputs]
[flow/design.v]
`timescale 1 ns / 1 ps
module piano (
input wire clk,
input wire hush,
input wire [3:0] note,
output wire speaker
);
localparam  A4 = 113635;
localparam  Aq= 107257;
localparam  B= 101237;
localparam  C= 95555;
localparam  Cq= 90192;
localparam  D= 85130;
localparam  Dq= 80352;
localparam  E= 75842;
localparam  F= 71585;
localparam  Fq= 67568;
localparam  G= 63775;
localparam  Gq= 60196;
localparam  A5= 56817;
localparam  Aq5= 53628;
localparam  B5= 50618;
localparam  C5= 47777;
reg [16:0] counter=0;
reg [16:0] KEY=0;
reg clk_out=0;
reg reset=0;
always @ (posedge clk)
begin
case(note)
4'b0000:
        KEY = A4;
4'b0001:
        KEY = Aq;
4'b0010:
        KEY = B;
4'b0011:
        KEY = C;
4'b0100:
        KEY = Cq;
4'b0101:
        KEY = D;
4'b0110:
        KEY = Dq;
4'b0111:
        KEY = E;
4'b1000:
        KEY = F;
4'b1001:
        KEY = Fq;
4'b1010:
        KEY = G;
4'b1011:
        KEY = Gq;
4'b1100:
        KEY = A5;
4'b1101:
        KEY = Aq5;
4'b1110:
        KEY = B5;
4'b1111:
        KEY = C5;
default: KEY= A4;
endcase
end
always @ (posedge clk)
begin      
    if (hush==1)
       counter <= counter + 0;
    else if (reset==0)
        counter <= counter+1;
    else
        counter =0;
end
always @ (posedge clk)
begin
    if (counter == KEY)
        begin
            clk_out <= clk_out +1;
            reset <= 1;
        end
    else
        reset <= 0;
end 
assign speaker = clk_out;
endmodule
[flow/run.sh]
#!/bin/bash
# OpenROAD 26Q1-2900-gdf79404cd8, Yosys 0.63+post, stock flow scripts
make -C /OpenROAD-flow-scripts/flow DESIGN_CONFIG=/design/flow/config.mk WORK_HOME=/design/flow/orfs finish
==> run summary <==
Notes on the physical implementation.

- The number of buffers created by CTS is 5, for reference.
- Sequential cells were found to cover 46.2% of the synthesized design area.
- The endpoint arrival time on the critical path is 2.16 ns, for reference.
- The filler cells instantiated in the layout total 657.
- Across all stage logs, warnings added up to 32.
- The maximum net fanout on the critical path is 10, for reference.
- The critical path data required time is 2.87 ns, for reference.
- The startpoint identified for the worst register-to-register timing path is counter[10]$_SDFFCE_PP0N_.
- The wire length per cell is 12.7 µm, for reference.
- The final tally of setup violations is 0, for reference.
- The combinational gate area is 976 µm², for reference.
- Summing all flip-flop and latch instances after layout gives 901 µm².
- CTS reports a maximum clock tree buffer depth of 2.
- Before any placement, the netlist area is recorded as 1950 µm².
- Detailed-route iteration 0 reported a violation count of 94.
- The cts-stage hold buffer count is 0, for reference.
- The number of synthesis warnings is 1, for reference.
- Among logic cells in the layout, the one with the most instances is nor2_1.
- Wires add up to 3570 µm.
- The remaining global-route overflow is 0, for reference.
- The row count is 29, for reference.
- After routing, the total negative slack on setup checks comes to 0 ns.
- The number of standard cells reported by yosys is 197, for reference.
- The core area is 6310 µm², for reference.
- The max-cap violation count is 0, for reference.
- The via count of the first global-routing pass is 1187, for reference.
- The peak clock frequency supported by timing is 503 MHz, for reference.
- In this run the VDD rail shows a maximum IR drop of 0.170 mV.
- The reg2reg setup slack is 0.83 ns, for reference.
- Entering global routing, the biggest net connects 22 pins.
- Clock-pin slew was measured on the worst setup and hold paths at 0.06 ns.
- The synthesized design contains 36 register bits.
- The power density over cell area is 558 nW/µm², for reference.
- The final critical-path share of the clock period is 73.6%, for reference.
- Relative to the synthesized area, the layout overhead comes to 11.4%.
- In the hold timing report, the worst path depth is 1.
- The final hold violation count is 0, for reference.
- Post-CTS repair changed the size of 0 cells.
- According to the floorplan report, the die height is 82.6 µm.
- Using the TritonRoute via totals, the vias-per-cell ratio works out to 4.84.
- Global routing used 11.7% of the available tracks.
- The flow ran to the end, and the final reports show no timing, DRC or antenna violations.
- Net switching is 25.3% of the power.
- The number of synthesized flops with an enable pin is 18, for reference.
- For the finished layout, the period the worst path requires is 1.99 ns.
- The number of max-slew violations in the final report is 0, for reference.
- The ratio of cells with drive above 1 in the final layout is 6.86%, for reference.
- Note that the worst hold path type here is flop to flop.
- The later pin in the worst-skew pair is clocked with a latency of 0.28 ns.
- Looking at the power breakdown, sequential logic takes 55.7% of the total.
- Setup repair after global routing left no endpoint under its margin.
- 0 antenna diodes ended up in the layout.
- The floorplan die area is 6830 µm², for reference.
- The congestion estimate from routability-driven global placement came to 0.872.
- Per the detailed placement report, the placed cell area equals 2080 µm².
- Per the post-synthesis stats, the area per cell is 9.90 µm².
- The total number of clock tree sinks is 36, for reference.
- The count of port buffers added during placement is 6, for reference.
- The proportion of synthesized flip-flops having asynchronous set or reset is 0%, for reference.
- The report puts the cell count of the worst reg-to-reg path at 4.
- The transition time at the pin with the least slew margin is 0.673 ns, for reference.
- The first global-routing pass estimated 5910 µm of wire.
- The half-perimeter wire length after detailed placement is 2570 µm, for reference.
- STA classifies the critical path startpoint as an input pin.
- The core utilization at floorplan is 30.9%, for reference.
- TritonCTS built the clock tree.
- The path with the worst hold slack has its endpoint at clk_out$_DFFE_PN_.
- Looking at hold timing, the worst path starts from clk_out$_DFFE_PN_.
- According to the I/O placement log, the pin count is 7.
- The final route contains 1361 vias.
- The combinational fraction of design power is 13.0%, for reference.
- The setup fix buffers added after clock tree synthesis is 0, for reference.
- The initial antenna violation count is 0.
- The clock root buffer is clkbuf_8, for reference.
- The top flip-flop cell by instance count after synthesis is edfxtp_1, for reference.
- The library cells used most frequently in the layout, excluding fill and tap cells, are nor2_1 (21), dfxtp_1 (18), edfxtp_1 (18).
- The nature of the critical path endpoint is a flop, for reference.
- The critical path is of the input pin to flop type.
- Once detail routing completed, the nets flagged for antenna violations numbered 0.
- The horizontal die size is 82.6 µm, for reference.
- The power report puts the net switching power at 0.307 mW.
- Measured against its own limit, the worst slew margin works out to 55.1%.
- Synthesis handed over a netlist of 197 instances.
- After layout, the setup clock skew is reported as 0.00551 ns.
- The leakage power of the design is 0.771 nW, for reference.
- The number of optimization iterations in the first detailed-route pass is 4, for reference.
- The post-route cell area is 2170 µm², for reference.
- The H-tree was split into 2 levels.
- The internal power of the cells totals 0.904 mW.
- Per report_power, the clock group accounts for 31.4% of the total.
- The endpoint of the most critical register-to-register path is clk_out$_DFFE_PN_, for reference.
- The stat command in Yosys gives a chip area of 1950 µm².
- Synthesis instantiated 35 different standard cells from the library.
- The post-route DRC violation count is 0, for reference.
-- cell type report --
type / count / area share, %
Multi-Input combinational cell: 143 / 44.9
Sequential cell: 36 / 41.5
Tap cell: 77 / 4.44
Clock buffer: 8 / 4.15
Timing Repair Buffer: 8 / 3.46
Inverter: 9 / 1.56
-- sequential cells by signal, indices dropped and copies added (netlist names) --
signal / cells
clk_out: 1
KEY: 17
counter: 17
reset: 1
-- metrics by stage --
stage                     hold slack [ns]  setup WS [ns]  power (mW)  util, %  cells
after floorplan                     0.487           1.16       0.796        -    197
after global placement              0.535          0.456       0.841     33.0    273
after detailed placement            0.544          0.412       0.843     33.0    273
after CTS                           0.557          0.712        1.22     34.4    281
after global routing                0.582          0.604        1.27     34.4    281
final                               0.549          0.712        1.21     34.4    281
-- critical path, stage by stage --
cell	delay [ns]
clkdlybuf4s50_1	0.67
inv_1	0.17
ha_1	0.42
mux2i_1	0.10
mux2_2	0.26
-- Yosys cell counts (3+ instances only) --
master,instances,share of area [%]
a21oi_1,11,2.8
o21ai_0,13,3.3
nand3_1,6,1.5
nor3_1,5,1.3
dfxtp_1,18,18
nor2_1,21,4.0
edfxtp_1,18,28
ha_1,9,5.8
nand2_1,13,2.5
clkbuf_1,5,0.96
nor4_1,9,2.9
xnor2_1,14,6.3
mux2i_1,3,1.5
xor2_1,17,7.6
nand4_1,4,1.3
inv_1,7,1.3
-- how the worst max path moves through the flow --
stage | depth (start not counted) | startpoint | slack [ns] | endpoint
4_1_cts | 5 | note[1] | 0.71 | KEY[1]$_DFF_P_
5_1_grt | 5 | note[0] | 0.60 | KEY[11]$_DFF_P_
6_report | 5 | note[1] | 0.71 | KEY[1]$_DFF_P_
-- power groups by stage --
stage         clock, mW  sequential, mW  combinational (mW)
CTS               0.389           0.674               0.157
global route      0.411           0.679               0.178
finish            0.380           0.674               0.157
-- layer usage --
| metal | wire (µm) | global-route usage, % | vias to the layer above | share of wire, % |
|---|---|---|---|---|
| met5 | 0 | 0 | - | 0 |
| met4 | 68 | 2.76 | 0 | 1.9 |
| met3 | 128 | 1.90 | 4 | 3.6 |
| met2 | 1580 | 16.9 | 30 | 44 |
| met1 | 1800 | 18.9 | 625 | 50 |
| li1 | - | - | 702 | - |
-- cells by family after synthesis --
| family | synth area share, % |
|---|---|
| multiplexers | 2.69 |
| AND-OR/OR-AND | 9.49 |
| adder cells (fa/ha/maj) | 5.77 |
| AND/OR/NAND/NOR | 18.2 |
| flip-flops | 46.2 |
| XOR/XNOR | 13.9 |
| buffers and inverters | 3.78 |
Power and IR drop assume default switching activity.
