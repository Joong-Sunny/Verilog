===== flow/design.v =====
`timescale 1ns / 1ps
module Color(
input [2:0] color,
output reg [2:0] santa,
output reg [2:0] intersection,
output reg [2:0] pedestrian
    );
  always @ (*)
    begin
    case(color)
    3'b000:                              
        begin
        santa = 3'b010;
        intersection = 3'b100;
        pedestrian = 3'b100;
        end
    3'b001:
            begin
            santa = 3'b110;               
            intersection = 3'b100;
            pedestrian = 3'b100;
            end
    3'b010:
        begin
        santa = 3'b100;
        intersection = 3'b010;                
        pedestrian = 3'b100;
    end
    3'b011:
        begin
        santa = 3'b100;                   
        intersection = 3'b110;
        pedestrian = 3'b100;
    end
    3'b100:
        begin                        
        santa = 3'b100;
        intersection = 3'b010;
        pedestrian = 3'b010;
    end
    3'b101:
        begin
        santa = 3'b100;
        intersection = 3'b110;            
        pedestrian = 3'b110;
    end
    3'b110:
        begin
        santa = 3'b100;                   
        intersection = 3'b100;
        pedestrian = 3'b100;
    end
    3'b111:
        begin
        santa = 3'b100;
        intersection = 3'b100;                
        pedestrian = 3'b100;
    end
    endcase
    end
endmodule
`timescale 1ns / 1ps
module Core(
input emergency,
input [1:0] signal,
input clk,
output reg[7:0] num,
output reg[2:0] color
    );
reg [2:0] next_state =0;
reg [2:0] state=0;
localparam [2:0] S1 = 3'b001;
localparam [2:0] S2 = 3'b010;
localparam [2:0] S3 = 3'b011;
localparam [2:0] S4 = 3'b100;
localparam [2:0] S5 = 3'b101;
localparam [2:0] S6 = 3'b110;
localparam [2:0] S7 = 3'b111;
localparam [2:0] S8 = 3'b000;
    localparam [7:0] one_sec = 8'b00000010;
    localparam [7:0] thirty_sec = 8'b00011110;
    localparam [7:0] two_min = 8'b01111000;
    localparam [7:0] four_min = 8'b11110000;
reg index=1;
reg [21:0] clk_counter =0;
reg counter=0;
always @ (posedge clk)
begin
clk_counter <= clk_counter+1;
end
always @ (posedge clk)
begin
    if (clk_counter==0)
        begin
            counter <= counter+1;
        end
end    
always @(posedge clk)    
begin                    
if(emergency==1)         
state <=S7;              
else                     
state <=  next_state;    
end                      
always @(posedge counter)
begin
case(state)
S1:
begin
if ((signal==0)&(emergency==0))
    next_state=S1;
else if (index==1)
    begin
    num=thirty_sec;
    index=0;
    end
else
    if(num==0)
        begin
        next_state=S2;
        index=1;
    end
    else
    num=num-1;
end
S2:
begin
if (index==1)
    begin
    num=thirty_sec;
    index=0;
    end
else
    if(num==0)
        begin
        next_state=S7;
        index=1;
        end
    else
        num=num-1; 
end
S3:
begin
    if(index==1)
        begin
        num=two_min;
        index=0;
        end
    else
        if(num==0)
            begin
            next_state=S4;
            index=1;
            end
        else
            num=num-1;
end
S4:
begin
    if(index==1)
        begin
        num=thirty_sec;
        index=0;
        end
    else
        if(num==0)
            begin
            next_state=S8;
            index=1;
            end
        else
            num=num-1;
end
S5:
begin
    if(index==1)
        begin
        num=four_min;
        index=0;
        end
    else
        if(num==0)
            begin
            next_state=S6;
            index=1;
            end
        else
            num=num-1;
end
S6:
begin
    if(index==1)
        begin
        num=thirty_sec;
        index=0;
        end
    else
        if(num==0)
            begin
            next_state=S8;
            index=1;
            end
        else
            num=num-1;
end
S7:
begin
    if(emergency==1)
        begin
        next_state=S3;
        index=1;
        end
    else if(signal==2'b10)
        begin
        next_state=S3;
        index=1;
        end
    else
        next_state=S5;
end
S8:
begin
    next_state=S1;
    index=1;
end
endcase
end
always @ (*)
begin
case (state)                  
S1:
color = 3'b000;
S2:
color = 3'b001;
S3:                 
color = 3'b010;
S4:
color = 3'b011;
S5:
color = 3'b100;
S6:
color = 3'b101;
S7:
color = 3'b110;
S8:
color = 3'b111;
default:
color = 3'b111;           
endcase
end
endmodule
`timescale 1ns / 1ps
module LED(
input clk,
input [3:0] val3,
input [3:0] val2,
input [3:0] val1,
input [3:0] val0,
output wire an3,
output wire an2,
output wire an1,
output wire an0,
output wire ca,
output wire cb,
output wire cc,
output wire cd,
output wire ce,
output wire cf,
output wire cg,
output wire dp
    );
reg [15:0] clk_counter=0;
assign dp = 1'b1;  
localparam [3:0] First = 4'b1110;
localparam [3:0] Second = 4'b1101;
localparam [3:0] Third = 4'b1111;
localparam [3:0] Fourth = 4'b0111;
reg [3:0] state = First;
reg[1:0] counter=0;
always @ (posedge clk)
    begin
        clk_counter <= clk_counter+1;
    end
always @ (posedge clk)
begin
    if (clk_counter==1)
        begin
            counter <= counter+1;
        end
end
always @ (*)
begin
    case(counter)
    0: state <= First;
    1: state<= Second;
    2: state<= Third;
    3: state <= Fourth;
    default: state <= First;
    endcase
end
assign an0 = state[0];
assign an1 = state[1];
assign an2 = state[2];
assign an3 = state[3];
reg [3:0] Digit;
always @ (*)
begin
    case(counter)
    0: Digit <= val0;
    1: Digit <= val1;
    2: Digit <= val2;
    3: Digit <= val3;
    default: Digit  <= val0;
    endcase
end
reg [6:0] gogo;
always @ (*)
begin
case(Digit)
0: gogo=7'b0000001;
1: gogo=7'b1001111;
2: gogo=7'b0010010;
3: gogo=7'b0000110;
4: gogo=7'b1001100;
5: gogo=7'b0100100;
6: gogo=7'b1100000;
7: gogo=7'b0001101;
8: gogo=7'b0000000;
9: gogo=7'b0001100;
10: gogo=7'b1111111;     
11: gogo=7'b1100000;
12: gogo=7'b0110001;
13: gogo=7'b1000010;
14: gogo=7'b0110000;
15: gogo=7'b0111000;
default: gogo=7'b0000001;
endcase
end
assign ca = gogo[6];
assign cb = gogo[5];
assign cc = gogo[4];
assign cd = gogo[3];
assign ce = gogo[2];
assign cf = gogo[1];
assign cg = gogo[0];
endmodule
`timescale 1ns / 1ps
module NumDecoder(
input [7:0] num,
input clk,
output reg [3:0] val0,
output reg [3:0] val1,
output reg [3:0] val2,
output reg [3:0] val3
    );
always @ (posedge clk)
begin
if (num >= 180)
begin
    val3 <=  3;
    if (num >= 230)
        begin
        val1 <= 5;
        val0 <= num-230;
        end
    else if (num >= 220)
        begin
        val1 <= 4;
        val0 <= num-220;
        end
    else if (num >= 210)
        begin
        val1 <= 3;
        val0 <= num-210;
        end
    else if (num >= 200)
        begin
        val1 <= 2;
        val0 <= num-200;
        end
    else if (num >= 190)
        begin
        val1 <= 1;
        val0 <= num-190;
        end
    else
    begin
        val1 <= 0;
        val0 <= num-180;
    end 
end
else if (num >= 120)
begin
    val3 <=  2;
    if (num >= 170)
        begin
        val1 <= 5;
        val0 <= num-170;
        end
    else if (num >= 160)
        begin
        val1 <= 4;
        val0 <= num-160;
        end
    else if (num >= 150)
        begin
        val1 <= 3;
        val0 <= num-150;
        end
    else if (num >= 140)
        begin
        val1 <= 2;
        val0 <= num-140;
        end
    else if (num >= 130)
        begin
        val1 <= 1;
        val0 <= num-130;
        end
    else
    begin
        val1 <= 0;
        val0 <= num-120;
    end
end
else if (num >= 60)
begin
    val3 <=  1;
    if (num >= 110)
        begin
        val1 <= 5;
        val0 <= num-110;
        end
    else if (num >= 100)
        begin
        val1 <= 4;
        val0 <= num-100;
        end
    else if (num >= 90)
        begin
        val1 <= 3;
        val0 <= num-90;
        end
    else if (num >= 80)
        begin
        val1 <= 2;
        val0 <= num-80;
        end
    else if (num >= 70)
        begin
        val1 <= 1;
        val0 <= num-70;
        end
    else
        begin
        val1 <= 0;
        val0 <= num-60;
        end
end
else
begin
    val3 <=  0;
    if (num >= 50)
        begin
        val1 <= 5;
        val0 <= num-50;
        end
    else if (num >= 40)
        begin
        val1 <= 4;
        val0 <= num-40;
        end
    else if (num >= 30)
        begin
        val1 <= 3;
        val0 <= num-30;
        end
    else if (num >= 20)
        begin
        val1 <= 2;
        val0 <= num-20;
        end
    else if (num >= 10)
        begin
        val1 <= 1;
        val0 <= num-10;
        end
    else
        begin
        val1 <= 0;
        val0 <= num;
        end
end
end       
endmodule
`timescale 1ns / 1ps
module Top(
input wire emergency,
input wire [1:0] signal,
input wire clk,
output wire [2:0] santa,
output wire [2:0] intersection,
output wire [2:0] pedestrian,
output wire an3,
output wire an2,
output wire an1,
output wire an0,
output wire ca,
output wire cb,
output wire cc,
output wire cd,
output wire ce,
output wire cf,
output wire cg,
output wire dp
    );
wire [3:0] val0;
wire [3:0] val1;
wire [3:0] val2;
wire [3:0] val3;
wire [2:0] color;
wire [7:0] num;   
Core myCore(
.emergency(emergency),
.signal(signal),
.clk(clk),
.color(color),
.num(num) 
    );
NumDecoder myNumDecoder(
.num(num),
.clk(clk),
.val0(val0),
.val1(val1),
.val2(val2),
.val3(val3)
);
Color myColor(
.color(color),
.santa(santa),
.intersection(intersection),
.pedestrian(pedestrian)
);
LED myLED(
.clk(clk),
.val3(val3),
.val2(val2),
.val1(val1),
.val0(val0),
.an3(an3),
.an2(an2),
.an1(an1),
.an0(an0),
.ca(ca),
.cb(cb),
.cc(cc),
.cd(cd),
.ce(ce),
.cf(cf),
.cg(cg),
.dp(dp)
);  
endmodule

===== flow/run.sh =====
#!/bin/bash
# OpenROAD 26Q1-2900-gdf79404cd8, Yosys 0.63+post, stock flow scripts
make -C /OpenROAD-flow-scripts/flow DESIGN_CONFIG=/design/flow/config.mk WORK_HOME=/design/flow/orfs finish

===== flow/config.mk =====
export PLATFORM = sky130hd
export DESIGN_NAME = Top
export DESIGN_NICKNAME = Top
export VERILOG_FILES = /design/flow/design.v
export SDC_FILE = /design/flow/constraint.sdc
export NUM_CORES = 4
export LEC_CHECK = 1
export CORE_UTILIZATION = 30

===== flow/constraint.sdc =====
current_design Top

set clk_period 3.1
set clk_io_pct 0.2

create_clock -name clk0 -period $clk_period [get_ports {clk}]

set non_clock_inputs [all_inputs -no_clocks]
set_input_delay [expr $clk_period * $clk_io_pct] -clock clk0 $non_clock_inputs
set_output_delay [expr $clk_period * $clk_io_pct] -clock clk0 [all_outputs]

==> results.toml <==
# physical design summary
[outcome]
status = "completed"

[placement]
placedInstanceArea_mm2 = 0.00488
dp_hpwl_um = 7320
globalplace.congestion = 0.910
port_buffers = 19

[worst_setup_path]
path_cells = "ha_4 -> a22o_1 -> a21oi_2 -> inv_2 -> buf_4 -> ha_2 -> o31ai_1 -> clkdlybuf4s50_1"
timing.rr.start = "myCore.clk_counter[2]$_DFF_P_"
cpPeakStageDelay_ns = 0.50
crit_arrival_ns = 2.48
slowest_stage = "clkdlybuf4s50_1"
start_kind = "flip-flop"
worstSetupPathType = "flip-flop to output pin"
cpLargestDelayFamily = "buffers and inverters"
rrSetupSlack_ns = 1.26
path_max_fanout = 4
r2r_cells = 5
worstPathRequired_ns = 2.48
path_buffers = 3
rr_endpoint = "myCore.clk_counter[21]$_DFF_P_"
cp-end-kind = "output pin"

[synthesis]
synthCells = 542
ys.flops = 65
ys_dominant_reg_cell = "dfxtp_1"
syn_avg_cell_area_um2 = 8.38
syn_area_mm2 = 0.00454
ys_cells = 542
yosysChipArea_mm2 = 0.00454
synthArstFlopShare_pct = 0
synth.distinct_cells = 71
ys_seq_share_pct = 32.0
yosys_warnings = 8
edf_count = 15

[finish]
fin_util_pct = 35.0
layout_top_cell = "nand2_1"
syn2layout_area_growth_pct = 13.0
drive_gt1_share_pct = 8.53
post-route-cell-area_mm2 = 0.00513
logic_area_mm2 = 0.00290
seq_area_mm2 = 0.00145
nFillCells = 1477
final_layout_top_logic_cells = "nand2_1, dfxtp_1, xnor2_1, nor2_1, a21oi_1"

[pwr]
p_leak_nw = 1.92
p_per_area_mw_per_mm2 = 244
max-vdd-ir-drop_mv = 0.216

[timing]
finalClockPeriodUsage_pct = 100
worstMarginPinSlew_ns = 0.965
finClkSkew_ns = 0.00505
finalMaxSlewViolations = 0
fmax_mhz = 323
hold_viol_final = 0
slew_headroom_pct = 34.9
setup_viol = 0
rsz0062_at_grt = "yes"
unclocked_regs = 12
untimed_endpoints = 33
fin_crit_ns = 3.10

[global_route]
grt_pass1_vias = 3509
grt-busiest-layer = "met1"
grt_use_met2_pct = 20.5
globalRouteMet3Util_pct = 1.40
overflow = 0
grt_use_total_pct = 13.2
antenna_found_initial = 0
grt_start_max_net_pins = 33
met1_usage_pct = 20.8
grt_pass1_wl_um = 17000

[min_path]
hold_path_class = "flip-flop to flip-flop"
holdCritStartpoint = "myLED.clk_counter[0]$_DFF_P_"
holdPathStages = 1
worstHoldEndpoint = "myLED.clk_counter[0]$_DFF_P_"

[clocking]
clk_pin_slew_worst_paths_ns = 0.07
numCtsBuffers = 5
clkLatencyLatePin_ns = 0.28
clock_path_buffers = 2
clockRootBuffer = "clkbuf_16"
htree_num_levels = 2
cts_tree = "yes"

[floorplanning]
rows = 44
initCoreUtil_pct = 31.0
num_io_pins = 25
fp.dieW_um = 125
die_h_um = 125
die_area_mm2 = 0.0156
core_mm2 = 0.0146

[detailed_routing]
drc = 0
vias_per_cell = 5.35
n_antenna_cell = 0
ant_nets = 0
vias = 3933
wl_per_cell_um = 13.8
route.final.wire_length_um = 10100
first_pass_iters = 23
drt_iter0_drc = 206

[run]
drv_cap = 0
warning_count = 49
==> Yosys cell counts, types with 5 or more instances <==
| master | count | area, µm² |
|---|---|---|
| and3_1 | 10 | 62.6 |
| dfxtp_1 | 50 | 1000 |
| nor4_1 | 10 | 62.6 |
| nor3_1 | 19 | 95.1 |
| a31oi_1 | 7 | 43.8 |
| a211oi_1 | 5 | 37.5 |
| nand2_1 | 52 | 195 |
| xnor2_1 | 35 | 307 |
| edfxtp_1 | 15 | 450 |
| buf_4 | 5 | 37.5 |
| xor2_1 | 12 | 105 |
| nor2b_1 | 7 | 43.8 |
| and2_1 | 5 | 31.3 |
| buf_1 | 6 | 22.5 |
| o21ai_0 | 19 | 95.1 |
| a21oi_1 | 30 | 150 |
| nor2_1 | 29 | 109 |
| mux2i_1 | 7 | 70.1 |
| nand3_1 | 26 | 130 |
| inv_1 | 28 | 105 |
| o31ai_1 | 5 | 37.5 |
| or2_2 | 5 | 31.3 |
| nand4_1 | 13 | 81.3 |
| o21a_1 | 9 | 67.6 |
| ha_1 | 32 | 400 |
| clkbuf_1 | 17 | 63.8 |
==> registers in the layout (all words and copies together), names as in the netlist <==
signal,cells
myCore.num,8
myCore.clk_counter,22
myNumDecoder.val1,3
myLED.clk_counter,16
myNumDecoder.val3,2
myLED.counter,2
myCore.counter,1
myCore.index,1
myNumDecoder.val0,4
myCore.state,3
myCore.next_state,3
==> how the worst max path moves through the flow <==
stage	depth (start not counted)	startpoint	endpoint	slack, ns
after CTS	7	myLED.counter[0]$_DFFE_PN_	cg	0.0003
after global routing	9	myLED.counter[0]$_DFFE_PN_	cb	-0.15
final	8	myLED.counter[0]$_DFFE_PN_	cc	0.001
==> worst register-to-register path, stage by stage (launching register included) <==
cell and delay [ns]:
dfxtp_1 0.41, and3_1 0.25, and4_1 0.31, nand3_1 0.18, or4_1 0.45, xnor2_1 0.14
==> power breakdown <==
group | switching (mW) | internal [mW] | leakage (nW)
Sequential | 0.000735 | 0.690 | 0.553
Clock | 0.227 | 0.299 | 0.0631
Combinational | 0.0165 | 0.0173 | 1.30
==> routing by layer <==
layer	part of all wire (%)	up-vias	wire, µm
met5	0	-	0
met4	0.23	0	23
met3	6.8	4	691
met2	45	131	4580
met1	48	1834	4850
li1	-	1964	-
==> final cells by class <==
| type | count | share of cell area (%) |
|---|---|---|
| well taps | 184 | 4.49 |
| repair buffers | 31 | 5.64 |
| multi-input cells | 417 | 56.6 |
| inverters | 30 | 2.20 |
| clock inverters | 2 | 0.293 |
| flip-flops and latches | 65 | 28.3 |
| clock buffers | 6 | 2.51 |
==> kinds of logic after synthesis <==
family / share of synthesized area (%)
other: 0.165
xor gates and xnor gates: 9.07
DFF: 32.0
adders and majority gates: 8.82
AOI/OAI and AO/OA: 18.7
and+or+nand+nor: 23.1
buffers and inverters: 5.90
muxes: 2.29
==> stage by stage <==
step                      power, mW  worst slack, ns  hold WS (ns)  TNS [ns]  cells
after floorplan               0.730            0.524         0.406         0    545
after global placement        0.740            0.136         0.429         0    724
after detailed placement      0.741           0.0472         0.430         0    724
after CTS                      1.27         0.000254         0.444         0    733
after global routing           1.31           -0.146         0.475    -0.485    735
final                          1.25          0.00147         0.441         0    735
==> what timing repair did <==
item	4_1_cts	5_1_grt
setup buffers	1	2
resized	14	8
pin swaps	3	1
hold buffers	0	0
cloned	0	0
setup endpoints to repair	7	7
No activity file was given, so power comes from the tool's default toggle rates.
